## ./design.v

```verilog
`timescale 1ns / 1ps
module alu(	Opcode,
				Op1,
				Op2,
				Res,
				C,
				AC,
				Z,
				S
			);    
input [2:0]  Opcode;
input [7:0]  Op1,
             Op2;
output reg [7:0] Res = 8'b0;
output reg  C = 1'b0,
				AC = 1'b0,
            Z = 1'b0,
				S = 1'b0;				
parameter  [2:0] ADD = 3'b000,
                 SUB = 3'b001,
                 COMP = 3'b010,
                 AND = 3'b011,
                 OR = 3'b100,
                 NAND = 3'b101,
                 NOR = 3'b110,
                 XOR = 3'b111;      
always @ (Opcode or Op1 or Op2)
	begin
		case (Opcode)
			ADD: 
			begin
				{AC, Res[3:0]} = Op1[3:0] + Op2[3:0];
				{C, Res[7:4]} = Op1[7:4] + Op2[7:4] + AC;
				S = Res[7];
				Z =(Res == 8'b0);
			end
			SUB: 
			begin
				{AC, Res[3:0]} = Op1[3:0] - Op2[3:0];
				{C, Res[7:4]} = Op1[7:4] - Op2[7:4] - AC;
				S = Res[7];
				Z =(Res == 8'b0);
			end
			COMP:
			begin
				Res = ~Op1;
				Z =(Res == 8'b0);
			end
			AND:
			begin
				Res = Op1 & Op2;
				Z  = (Result == 8'b0);
			end
			OR:
			begin
				Res = Op1 | Op2;
				Z  = (Result == 8'b0);
			end
			NAND:
			begin
				Res = ~(Op1 & Op2);
				Z  = (Result == 8'b0);
			end
			NOR:
			begin
				Res = ~(Op1 | Op2);
				Z  = (Result == 8'b0);
			end
			XOR:
			begin
				Res = Op1 ^ Op2;
				Z  = (Result == 8'b0);
			end
			default:
			begin
				Res = 0;
				AC = 0;
				C = 0;
				Z = 0;
				S = 0;
			end
		endcase
	end
endmodule
```

## ./run.sh

```bash
#!/bin/bash
# OpenROAD 26Q1-2900-gdf79404cd8, Yosys 0.63+post, stock flow scripts
make -C /OpenROAD-flow-scripts/flow DESIGN_CONFIG=/design/flow/config.mk WORK_HOME=/design/flow/orfs finish
```

## ./config.mk

```make
export PLATFORM = sky130hd
export DESIGN_NAME = alu
export DESIGN_NICKNAME = alu
export VERILOG_FILES = /design/flow/design.v
export SDC_FILE = /design/flow/constraint.sdc
export NUM_CORES = 4
export LEC_CHECK = 1
export CORE_AREA = 10 10 108 108
export DIE_AREA = 0 0 118 118
```

## ./constraint.sdc

```tcl
current_design alu

set clk_period 8.5
set clk_io_pct 0.2

create_clock -name clk0 -period $clk_period

set non_clock_inputs [all_inputs -no_clocks]
set_input_delay [expr $clk_period * $clk_io_pct] -clock clk0 $non_clock_inputs
set_output_delay [expr $clk_period * $clk_io_pct] -clock clk0 [all_outputs]
```

==> results.ini <==
[status]
status = complete, no violations

[detailed_routing]
antenna_left = 0
antenna-diode-count = 0
num_vias = 1394
vias_per_cell = 4.01
dr.pass1.iters = 4
drt_iter0_drc = 114
routedWlPerCell_microns = 12.1
drc = 0
finalWirelength_mm = 4.23

[placed_design]
placed_area_sq_um = 1940
dpl.cell_count = 348
gp_congestion = 0.859
dp_hpwl_mm = 3.49
io_buffers = 31

[critical_path]
crit_arrival_ns = 5.76
startpoint = Op1[0]
worstPathRequired_ns = 6.80
cp-endpoint = Z
endpoint_kind = primary output
crit_chain = clkdlybuf4s50_1, inv_1, ha_1, inv_1, fa_1, a21oi_1, o21bai_1, fa_1, inv_1, ha_1, or2_1, fa_1, nor4_1, a41oi_1, o31ai_1, clkdlybuf4s50_1
path_class = in -> out
cp_slowest_cell = clkdlybuf4s50_1
cp_slowest_stage_delay_ns = 0.55
critPathMaxFanout = 4
cp-start-kind = input pin

[die]
ios = 31
rows = 35
die_w_microns = 118
core_sq_um = 9280
die_area_sq_um = 13900
core_util_floorplan = 0.165
die_h_microns = 118

[layout]
design_area_sq_um = 1940
logic_area_sq_um = 1300
fillCellCount = 1041
area_delta_synth_final_pct = 26.3
seqCellArea_sq_um = 45.0
lay_top_cells = clkdlybuf4s50_1, ha_1, inv_1
lay_top_count = clkdlybuf4s50_1
layout-drive-gt1-share = 0.0594
instances_no_fill = 348

[yosys]
synth_chip_area_sq_um = 1530
ys_cells = 197
synth.avg_cell_area_sq_um = 7.78
syn_inst = 197
edf_count = 0
synth_cell_types = 46
syn_area_sq_um = 1530
synth-warning-count = 3
async_flop_share = 0
yosys_most_used_dff = dlxtn_1
numSynthFlops = 3

[sta]
min_period_ns = 7.46
finalMaxSlewViolations = 0
fin_tns_setup_ns = 0
maxSlewHeadroom = 0.743
hold_viol = 0
unconstrained_endpoints = 6
unclocked_regs = 3
max_freq_mhz = 134
worst_slew_pin_slew_ns = 0.380
finalCritPeriodShare = 0.877
rsz0062_at_grt = no
setup_violations = 0

[min_path]
hold_class = in -> out

[job]
tool_warnings = 47
maxCapViolations = 0

[grt]
grt_start_max_net_pins = 38
grt_pass1_vias = 1349
grt_overflow = 0
grt_pass1_wl_mm = 6.96
antenna_found_initial = 0
grt.total_usage = 0.0583

[pwr]
ir_worst_vdd_mv = 0.0231
total_power_uw = 123
powerDensity_nw_per_um2 = 63.8
p_leak_uw = 0.000821

[clock_tree]
post_cts_resized = 0
postCtsSetupBuffers = 0
ctsHoldBuffers = 0

==> critical path: cells and delay by family <==
family / cells / cell delay [ns]
compound gates: 4 / 0.53
fa+ha+maj: 5 / 1.73
buf+inv: 5 / 1.24
simple gates: 2 / 0.56
==> how the worst min path moves through the flow <==
stage         endpoint       from  depth (start not counted)
global route    Res[6]     Op1[6]                          5
CTS             Res[1]  Opcode[2]                          4
finish          Res[6]     Op1[6]                          5
==> cells in the mapped netlist, types with 2 or more instances <==
| library cell | number | share of area |
|---|---|---|
| a21o_1 | 3 | 0.015 |
| a21oi_1 | 15 | 0.049 |
| a221o_1 | 3 | 0.020 |
| a2bb2oi_1 | 2 | 0.011 |
| a31oi_1 | 2 | 0.0082 |
| buf_2 | 7 | 0.023 |
| buf_6 | 5 | 0.037 |
| dlxtn_1 | 3 | 0.029 |
| fa_1 | 6 | 0.078 |
| ha_1 | 26 | 0.21 |
| inv_1 | 23 | 0.056 |
| inv_2 | 3 | 0.0073 |
| mux2_1 | 2 | 0.015 |
| mux2i_1 | 7 | 0.046 |
| nand2_1 | 7 | 0.017 |
| nand2b_1 | 3 | 0.012 |
| nand3_1 | 3 | 0.0098 |
| nor2_1 | 10 | 0.024 |
| nor2b_1 | 4 | 0.016 |
| nor3_1 | 6 | 0.020 |
| nor4_1 | 2 | 0.0082 |
| o211ai_1 | 3 | 0.015 |
| o21a_1 | 2 | 0.0098 |
| o21ai_0 | 8 | 0.026 |
| o21ai_1 | 6 | 0.020 |
| o21bai_1 | 4 | 0.020 |
| o31ai_1 | 3 | 0.015 |
| xnor2_1 | 7 | 0.040 |
| xor2_1 | 5 | 0.029 |
==> through the flow <==
stage          hold slack (ns)  setup WS [ns]  utilization
2_1_floorplan             3.51           2.28            -
3_3_place_gp              4.63           1.14        0.208
3_5_place_dp              4.62           1.08        0.208
4_1_cts                   4.62           1.06        0.208
5_1_grt                   4.67          0.588        0.208
6_report                  4.60           1.04        0.208
==> layer usage <==
layer,global-route usage,routed length [microns],share of wire
met4,0,0,0
met3,0.0151,237,0.056
met1,0.0822,2110,0.50
met5,0,0,0
met2,0.0927,1880,0.44
==> area by class of cell <==
| type | count | area share |
|---|---|---|
| Timing Repair Buffer | 34 | 0.172 |
| Tap cell | 129 | 0.0834 |
| Multi-Input combinational cell | 156 | 0.671 |
| Inverter | 26 | 0.0504 |
| Sequential cell | 3 | 0.0233 |
==> logic make-up after synthesis <==
group                      after synthesis  share of synthesized area
buffers and inverters                   38                      0.123
and+or+nand+nor                         43                      0.152
AOI/OAI and AO/OA                       57                      0.244
latches                                  3                     0.0294
adders and majority gates               32                      0.291
xor gates and xnor gates                12                     0.0686
muxes                                   12                     0.0922
==> registers in the layout, indices dropped and copies added, names as in the netlist <==
register,cells
AC,1
C,1
S,1
==> power by group <==
group          internal, uW  total [uW]  switching [uW]
Combinational          60.9         120            59.3
Clock                     0           0               0
Sequential             2.74        3.22           0.486
Total                  63.7         123            59.8
Power is estimated from default activity; no workload was simulated.
