`run.sh`:
```
#!/bin/bash
# OpenROAD 26Q1-2900-gdf79404cd8, Yosys 0.63+post, stock flow scripts
make -C /OpenROAD-flow-scripts/flow DESIGN_CONFIG=/design/flow/config.mk WORK_HOME=/design/flow/orfs finish
```
`config.mk`:
```
export PLATFORM = sky130hd
export DESIGN_NAME = sr4fpga
export DESIGN_NICKNAME = sr4fpga
export VERILOG_FILES = /design/flow/design.v
export SDC_FILE = /design/flow/constraint.sdc
export NUM_CORES = 4
export LEC_CHECK = 1
export CORE_UTILIZATION = 30
```
`constraint.sdc`:
```
current_design sr4fpga

set clk_period 3.6
set clk_io_pct 0.2

create_clock -name clk0 -period $clk_period [get_ports {clk}]

set non_clock_inputs [all_inputs -no_clocks]
set_input_delay [expr $clk_period * $clk_io_pct] -clock clk0 $non_clock_inputs
set_output_delay [expr $clk_period * $clk_io_pct] -clock clk0 [all_outputs]
```
`design.v`:
```
`timescale 1ns / 1ps
module sr4fpga(input clk, output LED1,LED2,LED3,LED4);
reg [32:0] counter;
reg LED_st1,LED_st2,LED_st3,LED_st4;
reg temp;
initial begin counter <= 32'b0;
		LED_st1 <= 1'b1;
		LED_st2 <= 1'b0;
		LED_st3 <= 1'b0;
		LED_st4 <= 1'b0;
end
always @(posedge clk)
begin
	counter <= counter + 1;
	if(counter>20000000)
		begin
			temp<=LED_st4;
			LED_st4 <= LED_st3;
			LED_st3 <= LED_st2;
			LED_st2 <= LED_st1;
			LED_st1 <= temp;
			counter <= 32'b0;
		end
end
assign LED1 = LED_st1;
assign LED2 = LED_st2;
assign LED3 = LED_st3;
assign LED4 = LED_st4;
endmodule
```
==> results.yml <==
# implementation run metrics
outcome:
  status: "completed"
clocking:
  clockBufferDepth: 2
  cts_tree: "done"
  clk_latency_ns: 0.29
  path_clk_slew_ns: 0.07
  cts_resized: 0
  clock_sinks: 38
  cts_buffers: 5
  htree_levels: 2
  cts-root-buf: "clkbuf_8"
  cts_hold_buffers: 0
  cts_setup_buffers: 0
drt:
  diodes: 0
  routed_wl_um: 2770
  vias_per_cell: 4.58
  wl_per_cell_um: 11.4
  dr_total_vias: 1117
  dr.pass1.iters: 4
  drc: 0
  drtAntennaViolNets: 0
  drtIter0Drc: 75
logic_synthesis:
  most_common_cell: "dfxtp_1"
  synthCells: 157
  ys_ff: 38
  netlist_top_cells_count: "33 x dfxtp_1, 24 x nor3_1, 13 x xor2_1"
  largest_area_cell: "dfxtp_1"
  avgSynthCellArea_sq_um: 10.2
  ys_cells: 157
  top_area_share_pct: 41.4
  synthTopCellsByArea: "dfxtp_1 41%, edfxtp_1 9.4%, nor3_1 7.5%, xor2_1 7.1%, xnor2_1 4.9%"
  ys_async_sr_fraction_pct: 0
  seq_area_frac_synth_pct: 50.8
  synthesis.area_sq_um: 1600
  ff_type: "dfxtp_1"
  synth-edff-count: 5
  yosys_area_sq_um: 1600
  yosysWarningCount: 1
  yosys.cell_types.count: 32
floorplan:
  fp.dieW_um: 75.0
  rows: 26
  core_area_sq_um: 5110
  fp.dieArea_sq_um: 5620
  io_pins: 5
  die_y_um: 75.0
  fp-utilization_pct: 31.3
placement:
  dpl.hpwl_um: 1780
  placed_area_sq_um: 1750
  port_buffers: 4
  gp_congestion: 0.788
power:
  total_power_w: 0.000898
  leakage_nw: 0.644
  pwr-share-clk_pct: 48.9
  power_switching_w: 0.000151
  seqPwrFrac_pct: 49.8
  irDropWorstVdd_uv: 276
  internal-power_w: 0.000748
  p_comb_share_pct: 1.2
  swShare_pct: 16.8
  p_per_area_nw_per_um2: 475
global_routing:
  grt_max_degree: 27
  grt_usage_pct: 11.3
  antenna_found_initial: 0
  first_global_vias: 1016
  gr-total-overflow: 0
  grt_pass1_wl_um: 4760
hold_path:
  min_from: "temp$_DFFE_PN_"
  hold_path_class: "reg -> reg"
critical_path:
  crit_type: "reg -> reg"
  startpoint: "counter[0]$_SDFF_PN0_"
  regToRegEndpoint: "LED_st1$_DFFE_PN_"
  cp-start-kind: "flop"
  end_kind: "flop"
  r2r_start: "counter[0]$_SDFF_PN0_"
  cp_data_arrival_time_ns: 1.95
  crit_required_ns: 3.62
  worstPathMaxFanout: 5
  reg2regPathDepth: 7
  rrSetupSlack_ns: 1.67
  cp-endpoint: "LED_st1$_DFFE_PN_"
layout:
  final_area_sq_um: 1890
  drive_above_1_share_pct: 11.5
  syn_to_final_growth_pct: 18.4
  final_util_pct: 37.0
sta:
  hold_slack_ns: 0.424
  finalCriticalPeriod_ns: 1.93
  skew_ns: 0.00263
  rsz0062_at_grt: "no"
  tightestPinTransition_ns: 0.519
  period_used_pct: 53.5
  timing.fmax_mhz: 519
  hold_viol_final: 0
  relSlewSlack_pct: 65.1
  setup_violations: 0
  drv_slew: 0
  final.setup.tns_ns: 0
job:
  maxCapViolCount: 0
  warnings: 26
final cells by class:
class / instances / area (sq um)
clock buffer: 6 / 82.6
clock inverter: 2 / 60.1
fill: 519 / 3220
inverter: 5 / 18.8
multi-input combinational: 117 / 776
sequential: 38 / 811
tap: 70 / 87.6
timing repair buffer: 6 / 55.1
sequential cells by signal, summed over array words and instances, names as in the netlist:
signal   count
counter     33
LED_st1      1
LED_st2      1
LED_st3      1
LED_st4      1
temp         1
stage by stage:
step	cells	worst slack, ns
finish	244	1.67
global route	244	1.52
CTS	244	1.67
detailed placement	236	1.67
global placement	236	1.71
floorplan	164	1.85
power by group through the flow:
stage	Combinational [W]	Sequential (W)	Clock (W)
after CTS	0.0000114	0.000448	0.000454
after global routing	0.0000122	0.000449	0.000469
final	0.0000112	0.000447	0.000440
metal layers:
metal | vias to the layer above | track usage, % | routed length, um
li1 | 583 | - | -
met1 | 514 | 17.8 | 1430
met2 | 13 | 16.5 | 1190
met3 | 7 | 3.12 | 95
met4 | 0 | 1.89 | 55
met5 | - | 0 | 0
critical path: stages (launching register included):
cell and delay (ns):
dfxtp_1 0.34, inv_1 0.06, ha_1 0.12, nor4bb_1 0.34
nand4_1 0.15, o211ai_1 0.22, a31oi_2 0.07, or2_1 0.34
worst min-delay path by stage:
stage              endpoint  slack [ns]  cells past startpoint
6_report  LED_st1$_DFFE_PN_        0.42                      0
5_1_grt   LED_st1$_DFFE_PN_        0.44                      0
4_1_cts   LED_st1$_DFFE_PN_        0.43                      0
cells by family (layout without fill, tap and decap cells):
family	count (synthesis)	in the layout	synth area share [%]
flops	38	38	50.8
xor+xnor	22	22	12.1
compound gates	5	5	3.06
fa+ha+maj	2	2	1.57
simple gates	80	80	30.0
other cells	1	8	0.235
buf+inv	9	19	2.27
cells in the final DEF (no fill, tap or decap), types with 2 or more instances in the layout:
cell type / n
and3_1: 4
buf_4: 2
bufinv_16: 2
clkbuf_8: 6
clkdlybuf4s50_1: 4
conb_1: 8
dfxtp_1: 33
edfxtp_1: 5
ha_1: 2
inv_1: 5
nand2_1: 11
nand3_1: 10
nand4_1: 8
nor2_1: 7
nor3_1: 24
nor3_2: 2
nor4_1: 3
nor4_4: 2
xnor2_1: 9
xor2_1: 13
No activity file was given, so power comes from the tool's default toggle rates.
