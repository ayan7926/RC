**flow/config.mk**
```make
export PLATFORM = sky130hd
export DESIGN_NAME = ALU8bit
export DESIGN_NICKNAME = ALU8bit
export VERILOG_FILES = /design/flow/design.v
export SDC_FILE = /design/flow/constraint.sdc
export NUM_CORES = 4
export LEC_CHECK = 1
export CORE_AREA = 10 10 86 86
export DIE_AREA = 0 0 96 96
```
**flow/constraint.sdc**
```tcl
current_design ALU8bit

set clk_period 8.5
set clk_io_pct 0.2

create_clock -name clk0 -period $clk_period

set non_clock_inputs [all_inputs -no_clocks]
set_input_delay [expr $clk_period * $clk_io_pct] -clock clk0 $non_clock_inputs
set_output_delay [expr $clk_period * $clk_io_pct] -clock clk0 [all_outputs]
```
**flow/design.v**
```verilog
module ALU8bit(	Opcode,
				Op1,
				Op2,
				Res,
				C,
				AC,
				Z,
				S
			);    
input [2:0]  Opcode;
input [7:0]  Op1,
             Op2;
output reg [7:0] Res = 8'b0;
output reg  C = 1'b0,
				AC = 1'b0,
            Z = 1'b0,
				S = 1'b0;				
parameter  [2:0] ADD = 3'b000,
                 SUB = 3'b001,
                 COMP = 3'b010,
                 AND = 3'b011,
                 OR = 3'b100,
                 NAND = 3'b101,
                 NOR = 3'b110,
                 XOR = 3'b111;      
always @ (Opcode or Op1 or Op2)
	begin
		case (Opcode)
			ADD: 
			begin
				{AC, Res[3:0]} = Op1[3:0] + Op2[3:0];
				{C, Res[7:4]} = Op1[7:4] + Op2[7:4] + AC;
				S = Res[7];
				Z =(Res == 8'b0);
			end
			SUB: 
			begin
				{AC, Res[3:0]} = Op1[3:0] - Op2[3:0];
				{C, Res[7:4]} = Op1[7:4] - Op2[7:4] - AC;
				S = Res[7];
				Z =(Res == 8'b0);
			end
			COMP:
			begin
				Res = ~Op1;
				Z =(Res == 8'b0);
			end
			AND:
			begin
				Res = Op1 & Op2;
				Z  = (Result == 8'b0);
			end
			OR:
			begin
				Res = Op1 | Op2;
				Z  = (Result == 8'b0);
			end
			NAND:
			begin
				Res = ~(Op1 & Op2);
				Z  = (Result == 8'b0);
			end
			NOR:
			begin
				Res = ~(Op1 | Op2);
				Z  = (Result == 8'b0);
			end
			XOR:
			begin
				Res = Op1 ^ Op2;
				Z  = (Result == 8'b0);
			end
			default:
			begin
				Res = 0;
				AC = 0;
				C = 0;
				Z = 0;
				S = 0;
			end
		endcase
	end
endmodule
```
**flow/run.sh**
```bash
#!/bin/bash
# OpenROAD 26Q1-2900-gdf79404cd8, Yosys 0.63+post, stock flow scripts
make -C /OpenROAD-flow-scripts/flow DESIGN_CONFIG=/design/flow/config.mk WORK_HOME=/design/flow/orfs finish
```
==> flow_summary_export.csv <==
group,metric,value,unit
yosys,synthArstFlopShare,0,
hold_path,min_from,"Op1[3]",
routing,ant_nets,0,
routing,drt_iter0_markers,66,
layout,area_delta_synth_final,21.63,%
critical_path,path_cells,"clkdlybuf4s50_1 -> inv_1 -> ha_1 -> inv_1 -> fa_1 -> a21oi_1 -> o21bai_1 -> fa_1 -> inv_1 -> ha_1 -> or2_1 -> fa_1 -> xnor2_1 -> mux2_1 -> o211ai_1 -> o21ai_1 -> clkdlybuf4s50_1",
routing,drt_pass1_iterations,4,
sta,rsz0062_at_grt,"no",
yosys,ys_cells,197,
clock_network,hold_buffers,0,
critical_path,crit_path_start_kind,"primary input",
placed_design,port_buffers,31,
sta,unclocked_regs,3,
sta,whs,4.594,ns
flow_run,warnings,47,
grt,grt_max_degree,38,
sta,untimed_endpoints,6,
clock_network,post_cts_buffers,0,
layout,logic_area,1299,sq um
routing,wl_per_cell,13.66,um
sta,fin_crit,7.408,ns
routing,dr_total_vias,1372,
grt,grt_usage,0.08970,
grt,grt_overflow,0,
yosys,synthesis.area,1533,sq um
pwr,ir_drop,0.00002912,V
critical_path,worst_ep_required_time,6.80,ns
placed_design,hpwl,3200,um
critical_path,crit_family,"adder cells",
layout,layout_top_cells,"clkdlybuf4s50_1, ha_1, inv_1",
pwr,total_power,0.1221,mW
sta,setup_violations,0,
grt,grt_pass1_vias,1402,
yosys,syn_inst,197,
pwr,cellLeakagePower,0.8213,nW
layout,fill_cells,604,
floorplan,core-area,5540,sq um
yosys,synth.distinct_cells,46,
floorplan,num_rows,27,
yosys,postSynthAreaPerCell,7.780,sq um
critical_path,critPathMaxFanout,4,
layout,drive_above_1_share,0.05936,
pwr,cellPowerDensity,65.49,nW/um^2
floorplan,fp.dieH,96,um
sta,finalHoldViolations,0,
floorplan,die-area,9216,sq um
layout,layout_top_cell,"clkdlybuf4s50_1",
sta,slew_violations,0,
yosys,synth.yosys.chip_area,1533,sq um
sta,max_clock_freq,135.0,MHz
routing,drc,0,
hold_path,min_path_type,"primary input to output port",
floorplan,die_w,96,um
routing,wl,3976,um
layout,seq_area,45.04,sq um
sta,maxSlewHeadroom,0.7336,
sta,worstMarginPinSlew,0.3997,ns
floorplan,core_util_floorplan,0.2766,
yosys,yosys_warnings,3,
yosys,ff_type,"dlxtn_1",
critical_path,worstSetupPathType,"primary input to output port",
clock_network,ctsResizeCount,0,
sta,setup_tns,0,ns
yosys,numSynthFlops,3,
routing,via_per_inst,4.715,
grt,grt_pass1_wl,6844,um
grt,grt_antenna_before_repair,0,
placed_design,routabilityCongestion,0.8833,
critical_path,critPathMaxStageDelay,0.52,ns
critical_path,critPathCaptureType,"output port",
critical_path,timing.critical_path.buf_inv,5,
sta,post-route-period-util,0.8715,
floorplan,ios,31,
critical_path,worst_path_max_delay_cell,"fa_1",
critical_path,cp.depth,17,
yosys,edf_count,0,
critical_path,arrival,5.71,ns
flow_run,drv_cap,0,
hold_path,whs_path_depth,5,
hold_path,min_to,"Res[3]",
run_status,status,"complete, no violations",
routing,antenna_cells,0,
[registers in the layout, summed over array words and instances, names as in the netlist]
signal	cells
AC	1
S	1
C	1
[layout make-up]
cell class	instances	area share
Sequential cell	3	0.02416
Tap cell	72	0.04832
Inverter	26	0.05235
Multi-Input combinational cell	156	0.6966
Timing Repair Buffer	34	0.1785
[where the power goes]
group / leakage [nW] / switching [mW] / internal [mW]
clock network: 0 / 0 / 0
registers: 0.0243 / 0.000686 / 0.00275
logic: 0.797 / 0.0578 / 0.0608
[synth_stat cells (4+ instances only)]
cell | instances | area, sq um
ha_1 | 26 | 325.3
inv_1 | 23 | 86.33
a21oi_1 | 15 | 75.07
nor2_1 | 10 | 37.54
o21ai_0 | 8 | 40.04
buf_2 | 7 | 35.03
mux2i_1 | 7 | 70.07
nand2_1 | 7 | 26.28
xnor2_1 | 7 | 61.31
fa_1 | 6 | 120.1
nor3_1 | 6 | 30.03
o21ai_1 | 6 | 30.03
buf_6 | 5 | 56.30
xor2_1 | 5 | 43.79
nor2b_1 | 4 | 25.02
o21bai_1 | 4 | 30.03
[how the worst max path moves through the flow]
| stage | start | to |
|---|---|---|
| final | Op1[0] | Res[6] |
| after CTS | Op1[0] | Res[6] |
| after global routing | Op1[0] | Res[6] |
[metrics by stage]
step | util | setup WS [ns] | instance area, sq um | instances
2_1_floorplan | - | 2.277 | 1533 | 197
3_3_place_gp | 0.3365 | 1.181 | 1864 | 291
3_5_place_dp | 0.3365 | 1.086 | 1864 | 291
4_1_cts | 0.3365 | 1.068 | 1864 | 291
5_1_grt | 0.3365 | 0.7858 | 1864 | 291
6_report | 0.3365 | 1.092 | 1864 | 291
[per-layer routing]
metal / GRT usage / share of wire / wire length, um / up-vias
met5: 0 / 0 / 0 / -
met4: 0 / 0 / 0 / 0
met3: 0.007862 / 0.036 / 142 / 0
met2: 0.1452 / 0.46 / 1817 / 21
met1: 0.1345 / 0.51 / 2016 / 620
li1: - / - / - / 731
[kinds of logic (layout without fill, tap and decap cells)]
| family | count (synthesis) | after routing | synth area share |
|---|---|---|---|
| compound gates | 57 | 57 | 0.2441 |
| xor+xnor | 12 | 12 | 0.06857 |
| fa+ha+maj | 32 | 32 | 0.2906 |
| buf+inv | 38 | 60 | 0.1233 |
| latches | 3 | 3 | 0.02939 |
| mux | 12 | 12 | 0.09224 |
| simple gates | 43 | 43 | 0.1518 |
No activity file was given, so power comes from the tool's default toggle rates.
